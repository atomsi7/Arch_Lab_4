==> /design/flow/run.sh <==
#!/bin/bash
# OpenROAD 26Q1-2900-gdf79404cd8, Yosys 0.63+post, stock flow scripts
make -C /OpenROAD-flow-scripts/flow DESIGN_CONFIG=/design/flow/config.mk WORK_HOME=/design/flow/orfs finish
==> /design/flow/config.mk <==
export PLATFORM = sky130hd
export DESIGN_NAME = alu
export DESIGN_NICKNAME = alu
export VERILOG_FILES = /design/flow/design.v
export SDC_FILE = /design/flow/constraint.sdc
export NUM_CORES = 4
export LEC_CHECK = 1
export CORE_UTILIZATION = 40
==> /design/flow/constraint.sdc <==
current_design alu

set clk_period 21.1
set clk_io_pct 0.2

create_clock -name clk0 -period $clk_period

set non_clock_inputs [all_inputs -no_clocks]
set_input_delay [expr $clk_period * $clk_io_pct] -clock clk0 $non_clock_inputs
set_output_delay [expr $clk_period * $clk_io_pct] -clock clk0 [all_outputs]
==> /design/flow/design.v <==
`timescale 1ns / 1ps
module alu (
	input wire [31:0] a, b,   
	input wire [3:0] oper,   
	output reg [31:0] result   
	);
localparam
	PC_NEXT    = 0,
	PC_JUMP    = 1,
	PC_JR      = 2,
	PC_BEQ     = 4,
	PC_BNE     = 5;
localparam
	EXE_A_RS     = 0,
	EXE_A_SA     = 1,
	EXE_A_LINK   = 2,
	EXE_A_BRANCH = 3;
localparam
	EXE_B_RT     = 0,
	EXE_B_IMM    = 1,
	EXE_B_LINK   = 2,
	EXE_B_BRANCH = 3;
localparam
	EXE_ALU_ADD    = 0,
	EXE_ALU_SUB    = 1,
	EXE_ALU_SLT    = 2,
	EXE_ALU_LUI    = 3,
	EXE_ALU_AND    = 4,
	EXE_ALU_OR     = 5,
	EXE_ALU_XOR    = 6,
	EXE_ALU_NOR    = 7,
	EXE_ALU_SLL     = 8,
	EXE_ALU_SRL     = 9;
localparam
	WB_ADDR_RD    = 0,
	WB_ADDR_RT    = 1,
	WB_ADDR_LINK  = 2;
localparam
	WB_DATA_ALU   = 0,
	WB_DATA_MEM   = 1;
localparam
	PC_RESET  = 32'h0000_0000;
localparam   
	INST_R          = 6'b000000,   
	R_FUNC_SLL      = 6'b000000,
	R_FUNC_SRL      = 6'b000010,   
	R_FUNC_JR       = 6'b001000,
	R_FUNC_ADD      = 6'b100000,
	R_FUNC_SUB      = 6'b100010,
	R_FUNC_AND      = 6'b100100,
	R_FUNC_OR       = 6'b100101,
	R_FUNC_SLT      = 6'b101010,
	INST_J          = 6'b000010,
	INST_JAL        = 6'b000011,
	INST_BEQ        = 6'b000100,
	INST_BNE        = 6'b000101,
	INST_ADDI       = 6'b001000,
	INST_SLTI       = 6'b001010,
	INST_ANDI       = 6'b001100,
	INST_ORI        = 6'b001101,
	INST_LUI        = 6'b001111,
	INST_LW         = 6'b100011,
	INST_SW         = 6'b101011;
localparam
	GPR_ZERO = 0,
	GPR_AT = 1,
	GPR_V0 = 2,
	GPR_V1 = 3,
	GPR_A0 = 4,
	GPR_A1 = 5,
	GPR_A2 = 6,
	GPR_A3 = 7,
	GPR_T0 = 8,
	GPR_T1 = 9,
	GPR_T2 = 10,
	GPR_T3 = 11,
	GPR_T4 = 12,
	GPR_T5 = 13,
	GPR_T6 = 14,
	GPR_T7 = 15,
	GPR_S0 = 16,
	GPR_S1 = 17,
	GPR_S2 = 18,
	GPR_S3 = 19,
	GPR_S4 = 20,
	GPR_S5 = 21,
	GPR_S6 = 22,
	GPR_S7 = 23,
	GPR_T8 = 24,
	GPR_T9 = 25,
	GPR_K0 = 26,
	GPR_K1 = 27,
	GPR_GP = 28,
	GPR_SP = 29,
	GPR_FP = 30,
	GPR_RA = 31;
	always @(*) begin
		result = 0;
		case (oper)
			EXE_ALU_ADD: begin
				result = a + b;
			end
			EXE_ALU_SUB: begin
				result = a - b;
			end
			EXE_ALU_SLT: begin
				result = $signed(a) < $signed(b);
			end
			EXE_ALU_AND: begin
				result = a & b;
			end
			EXE_ALU_OR: begin
				result = a | b;
			end
			EXE_ALU_SLL:begin
				result = b << a[4:0];
			end
			EXE_ALU_SRL:begin
				result = b >> a[4:0];
			end
			EXE_ALU_LUI:begin
				result = {b[15:0],16'b0};
			end
		endcase
	end
endmodule
==> impl_metrics.csv <==
group,metric,value,unit
run_status,outcome,"finished, final reports clean",
route,drt-vias-per-instance,6.45,
cells_and_area,synthToLayoutAreaGrowth,13.9,%
route,final_antenna_net_count,0,
placement,place_congestion,1.08,
synth,ys_seq_frac,0,
route,dr.pass1.iters,21,
placement,dp.cells,1458,
power,ir_drop,11.8,uV
final_timing,maxSlewHeadroom,0.323,
final_timing,fin_crit_sh,0.603,
setup_path,arrival,8510,ps
cells_and_area,ff_count,0,
cells_and_area,clkbuf_count,0,
flow_run,warnings,105,
setup_path,path_class,"in2out",
final_timing,slew_viol_final,0,
power,p_per_area,28.0,nW/um^2
synth,synth_cells,1187,
global_routing,antenna_found_initial,0,
global_routing,grt_pass1_wl,55.8,mm
floorplanning,die_x,140,um
clock_tree,cts.repair.resized,0,
flow_run,maxCapViolations,0,
global_routing,grt_max_degree,76,
final_timing,tightest_slew,1000,ps
synth,syn_area,7630,sq um
route,drt-initial-drc-count,886,
cells_and_area,finalNonFillerCells,1458,
final_timing,finalSetupViolations,0,
floorplanning,initCoreUtil,0.408,
synth,avgSynthCellArea,6.43,sq um
global_routing,first_global_vias,8794,
setup_path,worstPathRequired,16880,ps
final_timing,finalHoldViolCount,0,
setup_path,crit_path_start_kind,"input port",
synth,yosysUniqueCellTypes,80,
route,wirelength,37.2,mm
placement,pre_cts_slack,8460,ps
global_routing,gr-usage-all-layers,0.383,
route,drt-wirelength-per-cell,25.5,um
min_path,hp-class,"in2out",
power,p_leak,0.00373,uW
cells_and_area,seqCellArea,0,sq um
final_timing,rsz0062_at_grt,"no",
floorplanning,ios,100,
floorplanning,core,18700,sq um
route,drc,0,
final_timing,worst_slack,8370,ps
final_timing,fin_tns_setup,0,ps
setup_path,path_max_fanout,7,
floorplanning,die_h,140,um
global_routing,grt_overflow,0,
route,diodes,0,
placement,dp_hpwl,29.9,mm
clock_tree,post_cts_buffers,0,
floorplanning,die-area,19600,sq um
final_timing,fin_crit,12730,ps
placement,io_buffers,100,
placement,place_area,8690,sq um
synth,yosysWarnings,1,
cells_and_area,design_area,8690,sq um
cells_and_area,drive_above_1_share,0.0515,
setup_path,crit_path_end_kind,"output port",
synth,ys_cells,1187,
final_timing,fmax,78.5,MHz
clock_tree,ctsHoldBuffers,0,
synth,ys_chip_area,7630,sq um
route,via_count,9406,
floorplanning,rows,50,
-- synthesized netlist by cell type, types with 6 or more instances --
| library cell | count | area (sq um) |
|---|---|---|
| mux4_2 | 7 | 158 |
| nand2_1 | 116 | 435 |
| o21ai_1 | 11 | 55.1 |
| inv_1 | 89 | 334 |
| a221oi_1 | 24 | 210 |
| a31oi_1 | 18 | 113 |
| nand2b_1 | 14 | 87.6 |
| nor2b_1 | 7 | 43.8 |
| buf_2 | 18 | 90.1 |
| nor4_1 | 10 | 62.6 |
| a211oi_1 | 20 | 150 |
| o22ai_1 | 9 | 56.3 |
| buf_1 | 10 | 37.5 |
| a21o_1 | 9 | 67.6 |
| a21oi_1 | 105 | 526 |
| nand3_1 | 17 | 85.1 |
| o2111ai_1 | 7 | 61.3 |
| nand4_1 | 6 | 37.5 |
| nor3_1 | 23 | 115 |
| o21ai_0 | 110 | 551 |
| a22oi_1 | 16 | 120 |
| and2_1 | 9 | 56.3 |
| mux2i_1 | 57 | 571 |
| o21a_1 | 7 | 52.6 |
| mux2_2 | 6 | 67.6 |
| xnor2_1 | 29 | 254 |
| and3_1 | 12 | 75.1 |
| nor2_1 | 130 | 488 |
| ha_1 | 105 | 1310 |
| o211ai_1 | 29 | 218 |
| o221ai_1 | 10 | 87.6 |
| o21bai_1 | 14 | 105 |
| clkbuf_1 | 48 | 180 |
-- logic make-up after synthesis --
logic type,count (synthesis),synth area share
compound gates,440,0.377
xor+xnor,30,0.0344
fa+ha+maj,107,0.177
buf+inv,174,0.0910
mux,70,0.104
simple gates,366,0.216
-- final cells by class --
cell class         instances  area, sq um
fillers                 1987        10000
inverters                 94          353
multi-input cells       1013         6940
well taps                234          293
repair buffers           117         1100
-- metal layers --
| metal | track usage | part of all wire | wire length, um |
|---|---|---|---|
| met1 | 0.524 | 0.41 | 15400 |
| met5 | 0 | 0 | 0 |
| met2 | 0.606 | 0.45 | 16600 |
| met3 | 0.0432 | 0.086 | 3200 |
| met4 | 0.174 | 0.053 | 1970 |
-- power by group --
group | internal, uW | total, uW | switching, uW
Clock | 0 | 0 | 0
Sequential | 0 | 0 | 0
Combinational | 92.7 | 243 | 151
-- final timing paths --
kind | depth (start not counted) | slack, ps | endpoint | start
worst min-delay path | 5 | 9590 | result[1] | a[3]
worst max-delay path | 14 | 8370 | result[24] | b[0]
-- critical path: stages --
cell and delay [ps]:
clkdlybuf4s50_1 570, ha_1 400, fa_1 430, or2_1 260
a221oi_2 360, o221ai_2 190, o31ai_4 280, a31o_4 240
a31oi_2 150, o21ai_1 180, a22oi_1 90, xnor2_1 230
o2111ai_1 360, clkdlybuf4s50_1 540
-- placed cells by master (no fill, tap or decap), types with 14 or more instances in the layout --
cell,Yosys,routed
a211oi_1,20,20
a21oi_1,105,105
a221oi_1,24,24
a22oi_1,16,16
a31oi_1,18,18
buf_4,3,17
clkdlybuf4s50_1,0,95
ha_1,105,105
inv_1,89,88
mux2i_1,57,57
nand2_1,116,116
nand2b_1,14,14
nand3_1,17,17
nor2_1,130,130
nor3_1,23,23
o211ai_1,29,29
o21ai_0,110,110
o21bai_1,14,14
xnor2_1,29,29
-- through the flow --
step | total power (uW) | utilization | hold WS (ps)
final | 243 | 0.465 | 9590
after global routing | 260 | 0.465 | 9650
after CTS | 237 | 0.465 | 9590
after detailed placement | 236 | 0.465 | 9590
after global placement | 239 | 0.465 | 9580
after floorplan | 146 | - | 8540
No activity file was given, so power comes from the tool's default toggle rates.
