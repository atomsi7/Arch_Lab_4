<file path="/design/flow/config.mk">
export PLATFORM = sky130hd
export DESIGN_NAME = controller
export DESIGN_NICKNAME = controller
export VERILOG_FILES = /design/flow/design.v
export SDC_FILE = /design/flow/constraint.sdc
export NUM_CORES = 4
export LEC_CHECK = 1
export CORE_AREA = 10 10 95 95
export DIE_AREA = 0 0 105 105
</file>
<file path="/design/flow/constraint.sdc">
current_design controller

set clk_period 5.9
set clk_io_pct 0.2

create_clock -name clk0 -period $clk_period [get_ports {clk}]

set non_clock_inputs [all_inputs -no_clocks]
set_input_delay [expr $clk_period * $clk_io_pct] -clock clk0 $non_clock_inputs
set_output_delay [expr $clk_period * $clk_io_pct] -clock clk0 [all_outputs]
</file>
<file path="/design/flow/design.v">
`timescale 1ns / 1ps
module controller ( 
	input wire clk,   
	input wire rst,   
	input wire debug_en,   
	input wire debug_step,   
	input wire [31:0] inst,   
	output reg [2:0] pc_src,   
	output reg imm_ext,   
	output reg [1:0] exe_a_src,   
	output reg [1:0] exe_b_src,   
	output reg [3:0] exe_alu_oper,   
	output reg mem_ren,   
	output reg mem_wen,   
	output reg [1:0] wb_addr_src,   
	output reg wb_data_src,   
	output reg wb_wen,   
	output reg unrecognized,   
	output reg cpu_rst,   
	output reg cpu_en,   
	output reg if_rst,
	output reg if_en,
	output reg id_rst,
	output reg id_en,
	output reg exe_rst,
	output reg exe_en,
	output reg mem_rst,
	output reg mem_en,
	output reg wb_rst,
	output reg wb_en,
	input wire [4:0] ID_EX_regw_addr,
	input wire [4:0] EX_MEM_regw_addr,
	input wire ID_EX_wb_wen,
	input wire EX_MEM_wb_wen,
	output reg[1:0] fwd_rs,
	output reg[1:0] fwd_rt,
	output reg fwd_mem_ctrl,
	output reg is_load,
	input wire is_load_exe,
	input wire is_load_mem
	);
localparam
	PC_NEXT    = 0,
	PC_JUMP    = 1,
	PC_JR      = 2,
	PC_BEQ     = 4,
	PC_BNE     = 5;
localparam
	EXE_A_RS     = 0,
	EXE_A_SA     = 1,
	EXE_A_LINK   = 2,
	EXE_A_BRANCH = 3;
localparam
	EXE_B_RT     = 0,
	EXE_B_IMM    = 1,
	EXE_B_LINK   = 2,
	EXE_B_BRANCH = 3;
localparam
	EXE_ALU_ADD    = 0,
	EXE_ALU_SUB    = 1,
	EXE_ALU_SLT    = 2,
	EXE_ALU_LUI    = 3,
	EXE_ALU_AND    = 4,
	EXE_ALU_OR     = 5,
	EXE_ALU_XOR    = 6,
	EXE_ALU_NOR    = 7,
	EXE_ALU_SLL     = 8,
	EXE_ALU_SRL     = 9;
localparam
	WB_ADDR_RD    = 0,
	WB_ADDR_RT    = 1,
	WB_ADDR_LINK  = 2;
localparam
	WB_DATA_ALU   = 0,
	WB_DATA_MEM   = 1;
localparam
	PC_RESET  = 32'h0000_0000;
localparam   
	INST_R          = 6'b000000,   
	R_FUNC_SLL      = 6'b000000,
	R_FUNC_SRL      = 6'b000010,   
	R_FUNC_JR       = 6'b001000,
	R_FUNC_ADD      = 6'b100000,
	R_FUNC_SUB      = 6'b100010,
	R_FUNC_AND      = 6'b100100,
	R_FUNC_OR       = 6'b100101,
	R_FUNC_SLT      = 6'b101010,
	INST_J          = 6'b000010,
	INST_JAL        = 6'b000011,
	INST_BEQ        = 6'b000100,
	INST_BNE        = 6'b000101,
	INST_ADDI       = 6'b001000,
	INST_SLTI       = 6'b001010,
	INST_ANDI       = 6'b001100,
	INST_ORI        = 6'b001101,
	INST_LUI        = 6'b001111,
	INST_LW         = 6'b100011,
	INST_SW         = 6'b101011;
localparam
	GPR_ZERO = 0,
	GPR_AT = 1,
	GPR_V0 = 2,
	GPR_V1 = 3,
	GPR_A0 = 4,
	GPR_A1 = 5,
	GPR_A2 = 6,
	GPR_A3 = 7,
	GPR_T0 = 8,
	GPR_T1 = 9,
	GPR_T2 = 10,
	GPR_T3 = 11,
	GPR_T4 = 12,
	GPR_T5 = 13,
	GPR_T6 = 14,
	GPR_T7 = 15,
	GPR_S0 = 16,
	GPR_S1 = 17,
	GPR_S2 = 18,
	GPR_S3 = 19,
	GPR_S4 = 20,
	GPR_S5 = 21,
	GPR_S6 = 22,
	GPR_S7 = 23,
	GPR_T8 = 24,
	GPR_T9 = 25,
	GPR_K0 = 26,
	GPR_K1 = 27,
	GPR_GP = 28,
	GPR_SP = 29,
	GPR_FP = 30,
	GPR_RA = 31;
	reg rs_used, rt_used, is_store;
	always @(*) begin
		pc_src = PC_NEXT;    
		imm_ext = 0;
		exe_a_src = EXE_A_RS;
		exe_b_src = EXE_B_RT;
		exe_alu_oper = EXE_ALU_ADD;
		mem_ren = 0;
		mem_wen = 0;
		wb_addr_src = WB_ADDR_RD;
		wb_data_src = WB_DATA_ALU;
		wb_wen = 0;
		unrecognized = 0;
		rs_used=0;
		rt_used=0;
		is_load = 0;
		is_store = 0;
		case (inst[31:26])	 
			INST_R: begin
				case (inst[5:0])	 
					R_FUNC_JR: begin
						pc_src = PC_JR;
						rs_used = 1;
					end
					R_FUNC_ADD: begin
						exe_alu_oper = EXE_ALU_ADD;
						wb_addr_src = WB_ADDR_RD;
						wb_data_src = WB_DATA_ALU;
						wb_wen = 1;
						rs_used = 1;
						rt_used = 1;
					end
					R_FUNC_SUB: begin
						exe_alu_oper = EXE_ALU_SUB;
						wb_addr_src = WB_ADDR_RD;
						wb_data_src = WB_DATA_ALU;
						wb_wen = 1;
						rs_used = 1;
						rt_used = 1;
					end
					R_FUNC_AND: begin
						exe_alu_oper = EXE_ALU_AND;
						wb_addr_src = WB_ADDR_RD;
						wb_data_src = WB_DATA_ALU;
						wb_wen = 1;
						rs_used = 1;
						rt_used = 1;
					end
					R_FUNC_OR: begin
						exe_alu_oper = EXE_ALU_OR;
						wb_addr_src = WB_ADDR_RD;
						wb_data_src = WB_DATA_ALU;
						wb_wen = 1;
						rs_used = 1;
						rt_used = 1;
					end
					R_FUNC_SLT: begin
						exe_alu_oper = EXE_ALU_SLT;
						wb_addr_src = WB_ADDR_RD;
						wb_data_src = WB_DATA_ALU;
						wb_wen = 1;
						rs_used = 1;
						rt_used = 1;
					end
					R_FUNC_SLL:begin
						exe_alu_oper = EXE_ALU_SLL;
						exe_a_src = EXE_A_SA;
						wb_addr_src = WB_ADDR_RD;
						wb_data_src = WB_DATA_ALU;
						wb_wen = 1;
						rs_used = 1;
						rt_used = 1;
					end
					R_FUNC_SRL:begin
						exe_alu_oper = EXE_ALU_SRL;
						exe_a_src = EXE_A_SA;
						wb_addr_src = WB_ADDR_RD;
						wb_data_src = WB_DATA_ALU;
						wb_wen = 1;
						rs_used = 1;
						rt_used = 1;
					end
					default: begin
						unrecognized = 1;
					end
				endcase
			end
			INST_J: begin
				pc_src = PC_JUMP;
			end
			INST_JAL: begin
				pc_src = PC_JUMP;
			 	exe_a_src = EXE_A_LINK;
			 	exe_b_src = EXE_B_LINK;
			 	exe_alu_oper = EXE_ALU_ADD;
			 	wb_addr_src = WB_ADDR_LINK;
			 	wb_data_src = WB_DATA_ALU;
			 	wb_wen = 1;
			end
			INST_BEQ: begin
				pc_src = PC_BEQ;
				exe_a_src = EXE_A_BRANCH;
				exe_b_src = EXE_B_BRANCH;
				exe_alu_oper = EXE_ALU_ADD;
				imm_ext = 1;
				rs_used = 1;
				rt_used = 1;
			end
			INST_BNE: begin
				pc_src = PC_BNE;
				exe_a_src = EXE_A_BRANCH;
				exe_b_src = EXE_B_BRANCH;
				exe_alu_oper = EXE_ALU_ADD;
				imm_ext = 1;
				rs_used = 1;
				rt_used = 1;
			end
			INST_ADDI: begin
				imm_ext = 1;
				exe_b_src = EXE_B_IMM;
				exe_alu_oper = EXE_ALU_ADD;
				wb_addr_src = WB_ADDR_RT;
				wb_data_src = WB_DATA_ALU;
				wb_wen = 1;
				rs_used = 1;
			end
			INST_ANDI: begin
				imm_ext = 1;
				exe_b_src = EXE_B_IMM;
				exe_alu_oper = EXE_ALU_AND;
				wb_addr_src = WB_ADDR_RT;
				wb_data_src = WB_DATA_ALU;
				wb_wen = 1;
				rs_used = 1;
			end
			INST_ORI: begin
				imm_ext = 0;
				exe_b_src = EXE_B_IMM;
				exe_alu_oper = EXE_ALU_OR;
				wb_addr_src = WB_ADDR_RT;
				wb_data_src = WB_DATA_ALU;
				wb_wen = 1;
				rs_used = 1;
			end
			INST_LW: begin
				imm_ext = 1;
				exe_b_src = EXE_B_IMM;
				exe_alu_oper = EXE_ALU_ADD;
				mem_ren = 1;
				wb_addr_src = WB_ADDR_RT;
				wb_data_src = WB_DATA_MEM;
				wb_wen = 1;
				rs_used = 1;
				is_load = 1;
			end
			INST_SW: begin
				imm_ext = 1;
				exe_b_src = EXE_B_IMM;
				exe_alu_oper = EXE_ALU_ADD;
				mem_wen = 1;
				rs_used = 1;
				rt_used = 1;
				is_store = 1;
			end
			INST_SLTI:begin
				imm_ext = 1;
				exe_b_src = EXE_B_IMM;
				exe_alu_oper = EXE_ALU_SLT;
				wb_addr_src = WB_ADDR_RT;
				wb_data_src = WB_DATA_ALU;
				wb_wen = 1;
				rs_used = 1;
			end
			INST_LUI:begin
				exe_b_src = EXE_B_IMM;
				exe_alu_oper = EXE_ALU_LUI;
				wb_addr_src = WB_ADDR_RT;
				wb_data_src = WB_DATA_ALU;
				wb_wen = 1;
			end
			default: begin
				unrecognized = 1;
			end
		endcase
	end
	reg debug_step_prev;
	always @(posedge clk) begin
		debug_step_prev <= debug_step;
	end
	always @(*) begin
		cpu_rst = 0;
		cpu_en = 1;
		if (rst) begin
			cpu_rst = 1;
		end
		else if ((debug_en) && ~(~debug_step_prev && debug_step)) begin
			cpu_en = 0;
		end
	end
	reg reg_stall;
	reg branch_stall;
	wire [4:0] addr_rs, addr_rt;
	assign
		addr_rs = inst[25:21],
		addr_rt = inst[20:16];
	always @(*) begin
		reg_stall = 0;
		fwd_rs = 0;
		fwd_rt = 0;
		fwd_mem_ctrl = 0;
		if (rs_used && addr_rs != 0) begin
			if (ID_EX_regw_addr == addr_rs && ID_EX_wb_wen) begin
				if(is_load_exe)
					reg_stall = 1;
				else
					fwd_rs = 1;
			end
			else if (EX_MEM_regw_addr == addr_rs && EX_MEM_wb_wen) begin
				if(is_load_mem)
					fwd_rs = 3;
				else
					fwd_rs = 2;
			end
		end
		if (rt_used && addr_rt != 0) begin
			if (ID_EX_regw_addr == addr_rt && ID_EX_wb_wen) begin
				if(is_load_exe) begin
					if(is_store)
						fwd_mem_ctrl = 1; 	 
					else
						reg_stall = 1;
				end
				else
					fwd_rt = 1;
			end
			else if(EX_MEM_regw_addr == addr_rt && EX_MEM_wb_wen) begin
				if(is_load_mem)
					fwd_rt = 3;
				else
					fwd_rt = 2;
			end
		end
	end
	always @(*) begin
		branch_stall = 0;
		if(pc_src != PC_NEXT)
			branch_stall = 1;
	end
	always @(*) begin
		if_rst = 0;
		if_en = 1;
		id_rst = 0;
		id_en = 1;
		exe_rst = 0;
		exe_en = 1;
		mem_rst = 0;
		mem_en = 1;
		wb_rst = 0;
		wb_en = 1;
		if (rst) begin
			if_rst = 1;
			id_rst = 1;
			exe_rst = 1;
			mem_rst = 1;
			wb_rst = 1;
		end
		else if ((debug_en) && ~(~debug_step_prev && debug_step)) begin
			if_en = 0;
			id_en = 0;
			exe_en = 0;
			mem_en = 0;
			wb_en = 0;
		end
		else if (reg_stall) begin
			if_en = 0;
			id_en = 0;
			exe_rst = 1;
		end
		else if (branch_stall) begin
			id_rst = 1;
		end
	end
endmodule
</file>
<file path="/design/flow/run.sh">
#!/bin/bash
# OpenROAD 26Q1-2900-gdf79404cd8, Yosys 0.63+post, stock flow scripts
make -C /OpenROAD-flow-scripts/flow DESIGN_CONFIG=/design/flow/config.mk WORK_HOME=/design/flow/orfs finish
</file>
==> Slide: Implementation Results <==
Flow Results at a Glance

Worst setup path
  • Startpoint types: input pin
  • Worst EP arrival: 4.03 ns
  • Crit. End Element: primary output
  • Max Fanout on Critical Path: 11
  • Worst Path Required: 4.72 ns
  • Setup CP Type: input pin to primary output

Hold path
  • WHS Path Cells: 1
  • Hold Path Class: input pin to register

Floorplan
  • # IOs: 87
  • FP Util: 13.6%
  • Die y size: 105 um
  • Die Width: 105 um
  • Die footprint: 11000 um^2
  • Site Rows: 30
  • Core Region: 6910 um^2

Global routing
  • Global-route usage over all layers: 6.98%
  • Congestion Overflow GR: 0
  • First-pass GRT wire length: 6.60 mm
  • Initial antenna violation count: 0
  • Vias in the first global route: 1219
  • Largest net degree at the start of global routing: 14

CTS
  • Post-CTS Setup Bufs: 0
  • Post-CTS Resized: 0
  • CTS Hold Bufs: 0
  • Worst-path clk slew: 0 ns

Logic synthesis
  • Main synth FF type: dfxtp_1
  • Ys flops: 1
  • Register area share after synthesis: 2.13%
  • Async set-reset flop share out of synthesis: 0%
  • Post-synth design cell area: 941 um^2
  • Syn avg cell area: 6.72 um^2
  • Unique cell types: 44
  • Syn Inst Count: 140
  • EDFF count, synth: 0
  • Yosys warning tally: 1
  • Yosys synthesis chip area: 941 um^2
  • Yosys cell count: 140

Finish
  • Layout cell share with drive strength beyond 1: 5.97%
  • Most flop-heavy register: debug_step_prev
  • Largest registers: debug_step_prev (1)
  • Largest register FFs: 1
  • Layout fillers: 779
  • Area Overhead vs Synth: 82.6%

Route
  • Post-route ant nets: 0
  • Vias after detailed routing: 1188
  • Routed length per instance: 13.6 um
  • DR pass1 iterations: 4
  • DR vias/cell: 4.00
  • DRC violations left: 0
  • Antenna diodes: 0
  • DRT iter0 DRCs: 31
  • Final wirelength: 4.03 mm

STA
  • Endpoints failing setup: 0
  • Max Slew Vio Count: 0
  • Final worst path period share: 88.3%
  • RSZ-0062 raised after global routing: no
  • Final hold violations: 0
  • Worst-margin pin slew: 0.530 ns
  • F_max: 192 MHz
  • Final Critical Period: 5.21 ns
  • TNS Setup: 0 ns
  • Final worst slack: 0.688 ns
  • Slew headroom: 64.6%

Placed design
  • Pre-CTS WS: 0.617 ns
  • Hpwl dp: 3.59 mm
  • GPL Wtd Cong: 0.836
  • Count of input and output buffers: 76

Run
  • Max-cap viol count: 0
  • OpenROAD warning count: 38

Outcome
  • Status: finished, final reports clean

Power and ir drop
  • Pwr/cell area: 56.7 nW/um^2
  • Worst vdd ir: 27.3 uV
  • Leakage: 0.580 nW
-- per-stage QoR --
stage | area [um^2] | cells | utilization (%) | hold WS, ns | power [mW]
floorplan | 941 | 140 | - | 1.21 | 0.0457
global placement | 1720 | 297 | 24.9 | 1.66 | 0.0973
detailed placement | 1720 | 297 | 24.9 | 1.67 | 0.0978
CTS | 1720 | 297 | 24.9 | 1.67 | 0.0984
global route | 1720 | 297 | 24.9 | 1.69 | 0.107
finish | 1720 | 297 | 24.9 | 1.66 | 0.0974
-- cells in the final DEF, fill, tap and decap left out, types with 2 or more instances in the layout --
cell type and instances:
nor4_4 2, o21bai_1 2, nand2b_1 3, inv_1 5, o22ai_1 2, xnor2_1 12, or4_1 4, a21boi_0 2
xor2_1 10, nand2_1 13, nand4_1 2, o32ai_1 2, or2_2 5, a21oi_1 6, o21ai_0 4, nor2_1 18
nand3_1 3, o211ai_1 2, clkdlybuf4s50_1 76, or2b_1 2, nor4_1 4, or3_1 3
-- worst max-delay path: stages --
cell	delay, ns
clkdlybuf4s50_1	0.60
or4_4	0.64
nor4_4	0.26
a32oi_1	0.14
o32ai_1	0.38
a21oi_1	0.16
or2_1	0.24
clkdlybuf4s50_1	0.42
-- cell type report --
| cell class | instances | area (um^2) | area share, % |
|---|---|---|---|
| Sequential cell | 1 | 20.0 | 1.17 |
| Multi-Input combinational cell | 119 | 798 | 46.5 |
| Inverter | 5 | 18.8 | 1.09 |
| Timing Repair Buffer | 76 | 761 | 44.3 |
| Tap cell | 96 | 120 | 6.99 |
-- synthesized netlist by cell type (2+ instances only) --
cell type	instances	share of area (%)
a21boi_0	2	1.6
a21oi_1	6	3.2
buf_2	2	1.1
buf_4	10	8.0
clkbuf_1	2	0.80
inv_1	5	2.0
nand2_1	13	5.2
nand2b_1	3	2.0
nand3_1	3	1.6
nand4_1	2	1.3
nor2_1	18	7.2
nor4_1	4	2.7
nor4_4	2	4.5
o211ai_1	2	1.6
o21ai_0	4	2.1
o21bai_1	2	1.6
o22ai_1	2	1.3
o32ai_1	2	1.9
or2_2	5	3.3
or2b_1	2	1.6
or3_1	3	2.0
or4_1	4	3.2
xnor2_1	12	11
xor2_1	10	9.3
-- worst paths after layout --
kind,from,end
worst min-delay path,debug_step,debug_step_prev$_DFF_P_
worst max-delay path,inst[28],if_en
-- metal layers --
| metal | GRT usage (%) | up-vias | wire (um) |
|---|---|---|---|
| met5 | 0 | - | 0 |
| met4 | 0 | 0 | 0 |
| met3 | 3.04 | 0 | 440 |
| met2 | 11.2 | 51 | 1730 |
| met1 | 9.00 | 522 | 1860 |
| li1 | - | 615 | - |
-- cells by family after synthesis --
group                     synth area share, %
AOI/OAI and AO/OA                        23.1
xor gates and xnor gates                 20.5
buffers and inverters                    13.0
DFF                                      2.13
and+or+nand+nor                          41.2
-- report_power, final --
part,leakage [nW],switching (mW),internal [mW]
sequential,0.00844,0.0000762,0.00727
clock,0,0,0
combinational,0.571,0.0372,0.0529
total,0.580,0.0372,0.0602
No activity file was given, so power comes from the tool's default toggle rates.
